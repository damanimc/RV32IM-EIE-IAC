[flow/config.mk]
export PLATFORM = sky130hd
export DESIGN_NAME = ExecuteReg
export DESIGN_NICKNAME = ExecuteReg
export VERILOG_FILES = /design/flow/design.v
export SDC_FILE = /design/flow/constraint.sdc
export NUM_CORES = 4
export LEC_CHECK = 1
export CORE_AREA = 10 10 131 131
export DIE_AREA = 0 0 141 141
[flow/constraint.sdc]
current_design ExecuteReg

set clk_period 1.0
set clk_io_pct 0.2

create_clock -name clk0 -period $clk_period [get_ports {clk}]

set non_clock_inputs [all_inputs -no_clocks]
set_input_delay [expr $clk_period * $clk_io_pct] -clock clk0 $non_clock_inputs
set_output_delay [expr $clk_period * $clk_io_pct] -clock clk0 [all_outputs]
[flow/design.v]
module ExecuteReg #(
    parameter DATA_WIDTH=32,ROM_WIDTH=12, RF_WIDTH=5
)(
    input logic clk,
    input logic regWriteE,
    input logic [1:0] resultSelE,
    input logic memWriteE,
    input logic [DATA_WIDTH-1:0] aluResultE,
    input logic [DATA_WIDTH-1:0] memDinE,
    input logic [RF_WIDTH-1:0] regAddr3E,
    input logic [ROM_WIDTH-1:0] pcE,
    input logic [DATA_WIDTH-1:0] immExtE,
    input logic [2:0] memCtrlE,
    output logic regWriteM,
    output logic [1:0] resultSelM,
    output logic memWriteM,
    output logic [DATA_WIDTH-1:0] aluResultM,
    output logic [DATA_WIDTH-1:0] memDinM,
    output logic [RF_WIDTH-1:0] regAddr3M,
    output logic [ROM_WIDTH-1:0] pcM,
    output logic [DATA_WIDTH-1:0] immExtM,
    output logic [2:0] memCtrlM);
always_ff @(posedge clk) begin
    regWriteM<= regWriteE;
    resultSelM<= resultSelE;
    memWriteM<= memWriteE;
    aluResultM<= aluResultE;
    memDinM<= memDinE;
    regAddr3M<= regAddr3E;
    pcM<= pcE;
    immExtM<=immExtE;
    memCtrlM<=memCtrlE;
end
endmodule
[flow/run.sh]
#!/bin/bash
# OpenROAD 26Q1-2900-gdf79404cd8, Yosys 0.63+post, stock flow scripts
make -C /OpenROAD-flow-scripts/flow DESIGN_CONFIG=/design/flow/config.mk WORK_HOME=/design/flow/orfs finish
==> ci_impl_report.md <==
## Implementation flow summary

| Metric | Value |
|---|---|
| Synth Area in Adders | 0% |
| Detailed placement HPWL | 7.32 mm |
| Seq share, synth | 100% |
| Hold Slack | 0.228 ns |
| Critical path origin | pcM[11]$_DFF_P_ |
| Worst Path Arrival | 0.83 ns |
| Async set or reset register ratio after synthesis | 0% |
| Yosys top cell by area | dfxtp_1 |
| CP Class | register to primary output |
| Total number of vias | 1872 |
| Synthesized area per cell | 20.0 um2 |
| Min Tclk post-route | 1.03 ns |
| Total Power | 11900 uW |
| Leakage Power | 0.00224 uW |
| Seq pwr share | 42.9% |
| Cell Type Count | 1 |
| Count leader, synth | dfxtp_1 |
| Simple share | 0% |
| Int Pwr | 9540 uW |
| First DRT Iteration DRCs | 41 |
| Netlist Area Pre-Place | 2400 um2 |
| Share of layout cells above drive strength 1 | 42.1% |
| FP Rows | 44 |
| Setup-failing EPs final | 67 |
| RSZ-0062 raised after global routing | yes |
| CP max stage delay | 0.31 ns |
| Number of multi-input logic gates | 0 |
| Critical path endpoint category | primary output |
| CTS tree | done |
| Port bufs | 240 |
| Commonest cells post-synth | dfxtp_1 |
| Ao+oa area frac | 0% |
| Wire per inst | 15.7 um |
| Final Worst Setup Slack | -0.0350 ns |
| First-pass GRT wire length | 12.9 mm |
| Logic area | 0 um2 |
| Drt first pass iters | 4 |
| FP Util | 16.7% |
| Vias/cell | 3.25 |
| Ant. Diodes | 0 |
| Die Ht | 141 um |
| GP Congestion | 0.761 |
| Die X | 141 um |
| CP Max Fanout | 1 |
| CTS Buf Count | 17 |
| GRT Total Usage | 8.55% |
| Crit-path cells | buf_2 |
| OpenROAD warning count | 27 |
| Max-slew violations | 0 |
| Startpoint Class | register |
| Worst Tran Pin Value | 0.179 ns |
| Flip-flops with a built-in enable | 0 |
| Switching pwr | 2350 uW |
| DRC Markers | 0 |
| Synth Instances | 120 |
| Yosys cell count | 120 |
| Endpoints failing hold | 0 |
| Final period util | 103% |
| CP Data Required Time | 0.80 ns |
| Max VDD drop | 1.28 mV |
| Critical Path Stages | 1 |
| Failing checks | setup timing |
| Fmax | 966 MHz |
| Pre-CTS setup slack | -0.0229 ns |
| DRT antenna net count | 0 |
| Mux frac, synth | 0% |
| Initial antenna violation count | 0 |
| GRT overflow | 0 |
| Yosys warning total | 1 |
| Top cells by area | dfxtp_1 |
| Hold crit path type | input pin to register |
| Core box area | 14400 um2 |
| Die area | 19900 um2 |
| PwrDens | 2350 nW/um2 |
| Relative slew slack | 88.0% |
| Final Util | 35.1% |
| Top Family by Delay on Critical Path | flip-flops |
| # IOs | 241 |
| Slowest stage cell, crit path | dfxtp_1 |
| Outcome | finished with violations |
| Crit path to | pcM[11] |
| Clock power share | 51.4% |
| Max-cap violation count | 0 |
| Sw Ratio | 19.8% |
| Htree depth | 4 |
| Largest net degree at the start of global routing | 17 |
| Vias in the first global route | 2033 |
| # clock sinks | 120 |
| Worst-path clk slew | 0.06 ns |
| Worst path bufs/invs | 1 |
| Total wire length | 9.02 mm |
| Yosys Chip Area | 2400 um2 |
| Logic pwr share | 5.8% |
| Root Buffer | clkbuf_16 |
| Dominant Register Cell | dfxtp_1 |
| Yosys xor share | 0% |
| P&R area growth vs syn | 111% |
| CTS Buffer Depth | 2 |
| Yosys reg bits | 120 |
| Top cell area share | 100% |
==> stage by stage <==
step           TNS, ns  cell area (um2)  instances
3_5_place_dp   -0.0531             5030        544
5_1_grt          -5.49             5070        576
3_3_place_gp   -0.0598             5030        544
6_report        -0.499             5070        576
2_1_floorplan        0             2400        120
4_1_cts          -3.67             5060        576
==> how the worst min path moves through the flow <==
stage,from,endpoint,slack (ns),cells after the start
CTS,immExtE[25],immExtM[25]$_DFF_P_,0.21,1
global route,immExtE[7],immExtM[7]$_DFF_P_,0.20,1
finish,immExtE[7],immExtM[7]$_DFF_P_,0.23,1
==> cell families after synthesis <==
family and count (synthesis):
DFF 120
==> sequential cells by signal (all words and copies together) (netlist names) <==
| signal | cells |
|---|---|
| regAddr3M | 5 |
| immExtM | 32 |
| regWriteM | 1 |
| pcM | 12 |
| memDinM | 32 |
| aluResultM | 32 |
| memWriteM | 1 |
| memCtrlM | 3 |
| resultSelM | 2 |
==> layout make-up <==
type,count,area [um2]
fill,1405,9360
timing repair buffer,240,1810
clock buffer,18,429
tap,184,230
sequential,120,2420
clock inverter,14,174
==> power by group through the flow <==
| stage | logic [uW] | registers, uW | clock network [uW] |
|---|---|---|---|
| 4_1_cts | 707 | 5100 | 6310 |
| 5_1_grt | 746 | 5120 | 6490 |
| 6_report | 684 | 5100 | 6110 |
==> metal layers <==
metal / GRT usage (%) / vias up / wire length [um]
met1: 9.01 / 833 / 3200
met5: 0 / - / 0
li1: - / 893 / -
met4: 1.79 / 0 / 175
met3: 5.18 / 10 / 1190
met2: 14.3 / 136 / 4450
==> layout by cell type (no fill, tap or decap) <==
master and n:
buf_6 2, buf_2 118, clkinvlp_4 4, clkinv_4 3
inv_6 2, dfxtp_1 106, bufinv_16 3, clkdlybuf4s50_1 120
clkinv_2 2, clkbuf_1 1, dfxtp_2 14, clkbuf_16 17
==> what timing repair did <==
item                       in CTS  in global routing
gates cloned                    0                  0
gates resized                 394                  3
hold buffers                    0                  0
setup endpoints to repair     120                120
buffers inserted                0                  0
No activity file was given, so power comes from the tool's default toggle rates.
