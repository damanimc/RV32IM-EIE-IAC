<file path="flow/design.v">
module DecodeReg #(
    parameter DATA_WIDTH=32,ROM_WIDTH=12, RF_WIDTH=5
)(
    input logic clk, 
    input logic regWriteD,
    input logic [1:0] resultSelD,
    input logic memWriteD,
    input logic [1:0] _pcSelD,
    input logic [3:0] aluCtrlD,
    input logic aluSelD,
    input logic [2:0] memCtrlD,
    input logic [DATA_WIDTH-1:0] dout1D,
    input logic [DATA_WIDTH-1:0] dout2D,
    input logic [ROM_WIDTH-1:0] pcD,
    input logic [RF_WIDTH-1:0] regAddr3D,
    input logic branchD,
    input logic [DATA_WIDTH-1:0] immExtD,
    input logic flushE,
    output logic regWriteE,
    output logic [1:0] resultSelE,
    output logic memWriteE,
    output logic [1:0] _pcSelE,
    output logic [3:0] aluCtrlE,
    output logic aluSelE,
    output logic [2:0] memCtrlE,
    output logic [DATA_WIDTH-1:0] dout1E,
    output logic [DATA_WIDTH-1:0] dout2E,
    output logic [ROM_WIDTH-1:0] pcE,
    output logic [RF_WIDTH-1:0] regAddr3E,
    output logic [DATA_WIDTH-1:0] immExtE,
    output logic branchE);
always_ff @(posedge clk) begin
    if(flushE)begin
        regWriteE<=0;
        resultSelE<=0;
        memWriteE<=0;
        _pcSelE<=0;
        aluCtrlE<=0;
        aluSelE<=0;
        dout1E<=0;
        dout2E<=0;
        pcE<=0;
        regAddr3E<=0;
        branchE<=0;
        immExtE<=0;
        memCtrlE<=0;
    end
    else begin
        regWriteE<=regWriteD;
        resultSelE<=resultSelD;
        memWriteE<=memWriteD;
        _pcSelE<=_pcSelD;
        aluCtrlE<=aluCtrlD;
        aluSelE<=aluSelD;
        dout1E<=dout1D;
        dout2E<=dout2D;
        pcE<=pcD;
        regAddr3E<=regAddr3D;
        branchE<=branchD;
        immExtE<=immExtD;
        memCtrlE<=memCtrlD;
    end
end
endmodule
</file>
<file path="flow/run.sh">
#!/bin/bash
# OpenROAD 26Q1-2900-gdf79404cd8, Yosys 0.63+post, stock flow scripts
make -C /OpenROAD-flow-scripts/flow DESIGN_CONFIG=/design/flow/config.mk WORK_HOME=/design/flow/orfs finish
</file>
<file path="flow/config.mk">
export PLATFORM = sky130hd
export DESIGN_NAME = DecodeReg
export DESIGN_NICKNAME = DecodeReg
export VERILOG_FILES = /design/flow/design.v
export SDC_FILE = /design/flow/constraint.sdc
export NUM_CORES = 4
export LEC_CHECK = 1
export CORE_UTILIZATION = 30
</file>
<file path="flow/constraint.sdc">
current_design DecodeReg

set clk_period 1.0
set clk_io_pct 0.2

create_clock -name clk0 -period $clk_period [get_ports {clk}]

set non_clock_inputs [all_inputs -no_clocks]
set_input_delay [expr $clk_period * $clk_io_pct] -clock clk0 $non_clock_inputs
set_output_delay [expr $clk_period * $clk_io_pct] -clock clk0 [all_outputs]
</file>
==> impl_metrics.yaml <==
# physical design summary
finish:
  seqCellArea_mm2: 0.00258
  finalInstanceArea_mm2: 0.00612
  comb_area_um2: 801
  drive_gt1_share_pct: 31.4
  fill_cells: 960
  lay_top_cells: "128 x nor2b_1, 128 x clkdlybuf4s50_1, 127 x buf_2, 115 x dfxtp_1, 17 x clkbuf_16"
  syn2layout_area_growth_pct: 76.6
hold_path:
  min-delay-start: "flushE"
  min_delay_worst_endpoint: "dout1E[2]"
  hp-class: "input pin to flop"
  min_path_cells: 2
timing:
  slew_headroom_pct: 87.6
  rsz0062_at_grt: "true"
  min_period_ns: 1.01
  setup_slack_ns: -0.00902
  hold_violations: 0
  fmax_mhz: 991
  whs_ns: 0.116
  slew_violations: 0
  setup_viol: 9
  tightest_slew_ns: 0.185
  post-route-period-util_pct: 101
synthesis:
  yosysTopAreaCellShare_pct: 74.0
  ys_cells: 270
  netlist-cell-type-count: 5
  yosys_area_mm2: 0.00346
  synth_warnings: 1
  netlist_instances: 270
  ys_ff: 128
  mappedNetlistArea_mm2: 0.00346
  netlist_top_cells_area: "dfxtp_1 74%, nor2b_1 23%, buf_4 2.2%"
  avgSynthCellArea_um2: 12.8
  largest_area_cell: "dfxtp_1"
  ys_seq_share_pct: 74.0
global_route:
  grt_usage_pct: 15.3
  antenna_found_initial: 0
  grt_pass1_wl_mm: 13.3
  grt_pass1_vias: 2588
  overflow: 0
  grt_max_degree: 42
routing:
  insertedDiodeCount: 0
  drc: 0
  vias: 2659
  viasPerCell: 3.87
  antenna_left: 0
  post_drt_wl_per_cell_um: 13.3
  wl_mm: 9.17
  drt-pass1-iter-count: 3
  first_iter_violations: 93
worst_setup_path:
  worst-path-max-fanout: 1
  critPathKind: "flop to output pin"
  required_ns: 0.80
  start_kind: "flop"
  path_cells: "buf_2"
  slowest_stage: "dfxtp_2"
  end_kind: "output pin"
  critPathTopFamily: "flip-flops"
  cp_num_buf_inv: 1
  worstPathArrival_ns: 0.81
  slowest_delay_ns: 0.31
  cp_num_cells: 1
job:
  log.warning_count: 27
  drv_cap: 0
floorplanning:
  die_width_um: 109
  initial_utilization_pct: 31.4
  die.size.y_um: 109
  rows: 38
  core_mm2: 0.0110
  dieArea_mm2: 0.0120
  ios: 258
clock_tree:
  cts_buffers: 17
  cts.clk_slew.worst_paths_ns: 0.05
  h-tree-depth: 4
  clock_sinks: 128
  cts_tree: "built"
  clockRootBuffer: "clkbuf_16"
  clockBufferDepth: 2
placement:
  postPlaceCellArea_mm2: 0.00617
  hpwl_mm: 6.81
  port-buffer-count: 257
  routabilityCongestion: 0.736
power_and_ir_drop:
  cellPowerDensity_mw_per_mm2: 2020
  power.total_uw: 12300
  vdd_ir_drop_max_mv: 1.97
  power.leakage_uw: 0.00278
status:
  status: "complete, but fails checks"
  violations: "setup timing"
synthesized netlist by cell type:
| cell | number |
|---|---|
| dfxtp_1 | 128 |
| nor2b_1 | 128 |
| buf_4 | 10 |
| buf_2 | 3 |
| buf_6 | 1 |
flip-flops by register name (all words and copies together), names as in the netlist:
name,count
regWriteE,1
aluSelE,1
immExtE,32
resultSelE,2
regAddr3E,5
memWriteE,1
branchE,1
dout1E,32
dout2E,32
_pcSelE,2
memCtrlE,3
aluCtrlE,4
pcE,12
metrics by stage:
step	setup WS [ns]	utilization [%]	instances	TNS (ns)
final	-0.00902	55.5	687	-0.0447
after global routing	-0.0583	55.5	687	-4.45
after CTS	-0.0286	55.4	687	-1.38
after detailed placement	0.00949	55.9	658	0
after global placement	0.0108	55.9	658	0
after floorplan	0.324	-	270	0
logic make-up after synthesis:
| family | after synthesis | synth area share (%) |
|---|---|---|
| and+or+nand+nor | 128 | 23.1 |
| buffers and inverters | 14 | 2.93 |
| DFF | 128 | 74.0 |
layout make-up:
type	count	share of cell area [%]
clock buffers	22	7.42
well taps	140	2.86
flip-flops and latches	128	42.1
repair buffers	262	32.7
clock inverters	7	1.84
multi-input cells	128	13.1
worst max-delay path by stage:
stage	from	to	slack [ns]
4_1_cts	immExtE[23]	immExtE[23]	-0.03
5_1_grt	pcE[2]	pcE[2]	-0.06
6_report	aluCtrlE[0]	aluCtrlE[0]	-0.009
report_power, final:
part / switching [uW] / total [uW] / internal [uW]
Clock: 1980 / 5910 / 3930
Combinational: 234 / 984 / 750
Sequential: 55.5 / 5440 / 5390
Total: 2270 / 12300 / 10100
routing by layer:
| metal | up-vias | track usage [%] | wire length, um |
|---|---|---|---|
| met4 | 0 | 2.10 | 114 |
| met5 | - | 0 | 0 |
| met3 | 8 | 7.79 | 1220 |
| li1 | 1343 | - | - |
| met1 | 1153 | 18.4 | 3440 |
| met2 | 155 | 25.3 | 4400 |
timing repair:
item                       4_1_cts  5_1_grt
buffers inserted                 0        0
setup endpoints to repair      128      128
hold endpoints to repair         0        0
gates resized                  405        6
hold buffers                     0        0
